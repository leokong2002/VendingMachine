File: /design/flow/design.v
module AVS(
	clk,
	rx,
	led_data,
	servo_out,
	hexout0,
	hexout1,
	hexout2,
	hexout3,
	knight
	);
	input clk;
	input rx;
	output reg 	[7:0] led_data;
	output 		[5:0] servo_out;
	output  	[6:0] hexout0;
	output		[6:0] hexout1;
	output		[6:0] hexout2;
	output		[6:0] hexout3;
	output		[9:0] knight;
	wire [5:0] 	servo_out_reg;
	reg	 [7:0]	sv1_pos, sv2_pos, sv3_pos, sv4_pos, sv5_pos, sv6_pos;
	reg  [3:0]	sv_no, sv_pos;
	localparam TOW1 = 8'h40 , TOW2 = 8'hC0;
	localparam RECYC1 = 8'h00, DISP1 = 8'hFF, HOME = 8'h88;
	localparam RECYC2 = 8'hFF, DISP2 = 8'h00;
	wire [7:0]	rx_data;
	wire		rx_new_data;
	wire		rst;
	reg [7:0]	fsm_mode;
	reg 	[3:0] state_c;
	wire 	[3:0] state_q;
	parameter IDLE = 4'b0000, SORT = 4'b0001, RUN = 4'b0010, SVRD = 4'b0011;
	reg [7:0] rx_data_sort;
	reg [7:0] rx_data_run;
	wire [6:0] hexdisp;
	reg en;
	serial_rx 	rx1(.clk(clk), .rst(rst), .rx(rx), .data(rx_data), .new_data(rx_new_data));
	Servo		sv1(.clk(clk), .svr_pos(sv1_pos), .svr_out(servo_out_reg[0]));
	Servo		sv2(.clk(clk), .svr_pos(sv2_pos), .svr_out(servo_out_reg[1]));
	Servo		sv3(.clk(clk), .svr_pos(sv3_pos), .svr_out(servo_out_reg[2]));
	Servo		sv4(.clk(clk), .svr_pos(sv4_pos), .svr_out(servo_out_reg[3]));
	Servo		sv5(.clk(clk), .svr_pos(sv5_pos), .svr_out(servo_out_reg[4]));
	Servo		sv6(.clk(clk), .svr_pos(sv6_pos), .svr_out(servo_out_reg[5]));
	sev_seg		ss1(.data_in(state_q), .sevenseg_out(hexdisp));
	kitt		kr1(.clk(clk),.en(en), .led_out(knight));
	assign servo_out  = servo_out_reg;
	assign rst = 0;	
	assign state_q = state_c;
	assign hexout0 = hexdisp;
	assign hexout1 = hexdisp;
	assign hexout2 = hexdisp;
	assign hexout3 = hexdisp;
	always @(posedge clk)
	begin
		case(state_c)
			IDLE:	 
			begin
				en <= 0;
				if(rx_new_data)
				begin
					led_data = rx_data;
					fsm_mode = rx_data;
					case(fsm_mode)
					8'hAA:
						begin
							sv2_pos = HOME;
							sv3_pos = HOME;
							state_c = SORT;
						end
					8'hBB:
						begin
							sv1_pos = HOME;
							state_c = RUN;
						end
					default: 
						begin
							state_c = SVRD;
						end
					endcase
				end
			end	
			SORT:  
			begin
				en <= 0;
				if(rx_new_data) 
				begin
					sv2_pos = HOME;
					sv3_pos = HOME;
					led_data = rx_data;
					rx_data_sort = rx_data;
					case(rx_data_sort)
						8'hAA: 
						begin
							sv1_pos = HOME;
							sv2_pos = HOME;
							sv3_pos = HOME;
						end
						8'h1F: 
						begin
							sv1_pos = TOW1;
						end
						8'hF1: 
						begin
							sv1_pos = TOW2;
						end
						8'hFF: 
						begin
							sv1_pos = HOME;
							state_c = IDLE;
						end
						8'hBB:
						begin
							state_c = RUN;
						end
						default: 
						begin
							sv1_pos = HOME;							
							state_c = SORT;
						end
					endcase
				end
			end
			RUN:  
			begin
				en <= 1;
				if(rx_new_data)
				begin
					led_data = rx_data;
					rx_data_run = rx_data;
					sv1_pos = HOME;
					case(rx_data_run)
						8'hBB: 
						begin
							sv2_pos = HOME; 
							sv3_pos = HOME;
						end
						8'hFF: 
						begin
							sv2_pos = DISP1; 
							sv3_pos = DISP2;
						end
						8'hF0: 
						begin
							sv2_pos = DISP1; 
							sv3_pos = RECYC2;
						end
						8'h0F: 
						begin							
							sv2_pos = RECYC1; 
							sv3_pos = DISP2;
						end
						8'h00: 
						begin
							sv2_pos = RECYC1; 
							sv3_pos = RECYC2;
						end
						8'hF8:
						begin
							sv2_pos = DISP1;
							sv3_pos = HOME;
						end
						8'h08:
						begin
							sv2_pos = RECYC1;
							sv3_pos = HOME;
						end
						8'h8F:
						begin
							sv2_pos = HOME;
							sv3_pos = DISP2;
						end
						8'h80:
						begin
							sv2_pos = HOME;
							sv3_pos = RECYC2;
						end
						8'h99: 
						begin
							sv1_pos = HOME;
							sv2_pos = HOME;
							sv3_pos = HOME;
							state_c = IDLE;
						end
						default:
						begin
							sv2_pos = HOME;
							sv3_pos = HOME;
							state_c = RUN;
						end
					endcase
				end
			end
		SVRD:
			begin
				en <= 0;
				sv_no  = rx_data[7:4];
				sv_pos = rx_data[3:0];
				case(sv_no)
					4'b0001: 
					begin
						sv1_pos = {sv_pos, 4'b0000};  
						state_c = IDLE;
					end
					4'b0010: 
					begin
						sv2_pos = {sv_pos, 4'b0000};  
						state_c = IDLE;
					end
					4'b0011: 
					begin
						sv3_pos = {sv_pos, 4'b0000};  
						state_c = IDLE;
					end
					4'b0100: 
					begin
						sv4_pos = {sv_pos, 4'b0000};  
						state_c = IDLE;
					end
					4'b0101: 
					begin
						sv5_pos = {sv_pos, 4'b0000};  
						state_c = IDLE;
					end
					4'b0110: 
					begin
						sv6_pos = {sv_pos, 4'b0000};  
						state_c = IDLE;
					end
					4'hE:  
					begin
						sv1_pos <= 8'd255;
						sv2_pos <= 8'd255;
						sv3_pos <= 8'd255;
						sv4_pos <= 8'd255;
						sv5_pos <= 8'd255;
						sv6_pos <= 8'd255;
						state_c = IDLE;
					end
					4'b0000:  
					begin
						sv1_pos <= 8'd0;
						sv2_pos <= 8'd0;
						sv3_pos <= 8'd0;
						sv4_pos <= 8'd0;
						sv5_pos <= 8'd0;
						sv6_pos <= 8'd0;
						state_c = IDLE;
					end
				endcase
			end
		default: 
			begin
				state_c = IDLE;
			end
		endcase
	end
endmodule
module Servo
	(
		clk,
		svr_pos,
		svr_out
	);
	input clk;
	input [7:0] svr_pos;
	output reg svr_out;
	parameter clkDiv = 390;
	reg [7:0] 	svr_pos_reg;
	reg [11:0]	pulseCount;
	reg [8:0]	clkCount;
	reg [7:0]	svr_out_reg;
	reg clkTick;
	always@(posedge clk)
	begin
		clkTick <= (clkCount == clkDiv -2);
		if(clkTick)
		begin
			clkCount <= 0;
		end
		else
		begin
			clkCount <= clkCount +1;
		end
		if(clkTick)
		begin
			if(pulseCount != 2564)
			begin
				pulseCount <= pulseCount + 1;
			end
			else 
			begin
				pulseCount <= 0;
			end
		end
		if(pulseCount == 0)
		begin
			svr_out_reg <= svr_pos;
		end
		svr_out <= (pulseCount < (50 + svr_out_reg));
	end
endmodule
module serial_rx #(
		parameter CLK_PER_BIT = 434
	)(
		input clk,
		input rst,
		input rx,
		output [7:0] data,
		output new_data
	);
	parameter CTR_SIZE = $clog2(CLK_PER_BIT);
	localparam STATE_SIZE = 2;
	localparam IDLE = 2'd0,
		WAIT_HALF = 2'd1,
		WAIT_FULL = 2'd2,
		WAIT_HIGH = 2'd3;
	reg [CTR_SIZE-1:0] ctr_d, ctr_q;
	reg [2:0] bit_ctr_d, bit_ctr_q;
	reg [7:0] data_d, data_q;
	reg new_data_d, new_data_q;
	reg [STATE_SIZE-1:0] state_d, state_q = IDLE;
	reg rx_d, rx_q;
	assign new_data = new_data_q;
	assign data = data_q;
	always @(*) begin
		rx_d = rx;
		state_d = state_q;
		ctr_d = ctr_q;
		bit_ctr_d = bit_ctr_q;
		data_d = data_q;
		new_data_d = 1'b0;
		case (state_q)
		IDLE: begin
			bit_ctr_d = 3'b0;
			ctr_d = 1'b0;
			if (rx_q == 1'b0) begin
			state_d = WAIT_HALF;
			end
		end
		WAIT_HALF: begin
			ctr_d = ctr_q + 1'b1;
			if (ctr_q == (CLK_PER_BIT >> 1)) begin
			ctr_d = 1'b0;
			state_d = WAIT_FULL;
			end
		end
		WAIT_FULL: begin
			ctr_d = ctr_q + 1'b1;
			if (ctr_q == CLK_PER_BIT - 1) begin
			data_d = {rx_q, data_q[7:1]};
			bit_ctr_d = bit_ctr_q + 1'b1;
			ctr_d = 1'b0;
			if (bit_ctr_q == 3'd7) begin
				state_d = WAIT_HIGH;
				new_data_d = 1'b1;
			end
			end
		end
		WAIT_HIGH: begin
			if (rx_q == 1'b1) begin
			state_d = IDLE;
			end
		end
		default: begin
			state_d = IDLE;
		end
		endcase
	end
	always @(posedge clk) begin
		if (rst) begin
		ctr_q <= 1'b0;
		bit_ctr_q <= 3'b0;
		new_data_q <= 1'b0;
		state_q <= IDLE;
		end else begin
		ctr_q <= ctr_d;
		bit_ctr_q <= bit_ctr_d;
		new_data_q <= new_data_d;
		state_q <= state_d;
		end
		rx_q <= rx_d;
		data_q <= data_d;
	end
endmodule
module sev_seg
(
	data_in,
	sevenseg_out
);
	input 		[3:0] data_in;
	output 	reg [6:0] sevenseg_out;
	parameter IDLE = 4'b0000, SORT = 4'b0001, RUN = 4'b0010, SVRD = 4'b0011;
	always @(*)
	begin
		case(data_in) 
			IDLE: sevenseg_out = 7'b1001111;
			RUN	: sevenseg_out = 7'b0010010;
			SORT: sevenseg_out = 7'b0000110;
			SVRD: sevenseg_out = 7'b1001100;
			default: sevenseg_out = 7'b1111111;
		endcase
	end
endmodule
module kitt
(
	clk,
	en,
	led_out
);
	parameter clkcount = 5000000;
	input 	clk;
	input 	en;
	output	[9:0] led_out;
	reg [23:0] count;
	reg 	   direction = DIR_init;
	parameter LEDS_init = 10'b1100000000;
	parameter DIR_init = 1;
	reg [9:0] leds = LEDS_init;
	reg [3:0] position = DIR_init*8;
	assign led_out = leds;
	always@(posedge clk)
	begin
		if(en == 1)
		begin
			if(count == clkcount)
			begin
				if(direction == 0)
				begin
					leds <= leds << 1;
				end
				else
				begin
					leds <= leds >> 1;
				end
				position <= position +1;
				count = 0;
			end
			else
			begin
				count = count + 1;
			end
		end
	end
	always@(*)
	begin
		if(position < 8)
		begin
			direction = 0;
		end
		else 
		begin
			direction = 1;
		end
	end
endmodule
File: /design/flow/run.sh
#!/bin/bash
# OpenROAD 26Q1-2900-gdf79404cd8, Yosys 0.63+post, stock flow scripts
make -C /OpenROAD-flow-scripts/flow DESIGN_CONFIG=/design/flow/config.mk WORK_HOME=/design/flow/orfs finish
File: /design/flow/config.mk
export PLATFORM = sky130hd
export DESIGN_NAME = AVS
export DESIGN_NICKNAME = AVS
export VERILOG_FILES = /design/flow/design.v
export SDC_FILE = /design/flow/constraint.sdc
export NUM_CORES = 4
export LEC_CHECK = 1
export CORE_UTILIZATION = 50
File: /design/flow/constraint.sdc
current_design AVS

set clk_period 3.4
set clk_io_pct 0.2

create_clock -name clk0 -period $clk_period [get_ports {clk}]

set non_clock_inputs [all_inputs -no_clocks]
set_input_delay [expr $clk_period * $clk_io_pct] -clock clk0 $non_clock_inputs
set_output_delay [expr $clk_period * $clk_io_pct] -clock clk0 [all_outputs]
==> impl_metrics.csv <==
group,metric,value,unit
power,combinationalPowerShare,0.137,
clock_tree,cts_tree,"yes",
routing,vias,8587,
timing,hold_violations,0,
floorplan,die_width,168,um
global_routing,grt_usage,0.177,
timing,fin_crit_sh,0.911,
setup_path,critPathArrivalTime,2.42,ns
setup_path,slowest_stage,"clkdlybuf4s50_1",
clock_tree,cts.path.max_buffers,3,
setup_path,ff2ff_setup_slack,0.83,ns
routing,avgViaCountPerCell,5.25,
power,p_leak,6.16,nW
global_routing,antenna_found_initial,0,
routing,dr.pass1.iters,4,
setup_path,end_kind,"primary output",
floorplan,core_area,0.0270,mm2
clock_tree,clock-sinks,277,
routing,highest_layer,"met4",
flow_run,log.warning_count,54,
setup_path,cp-start-kind,"flip-flop",
timing,setup_viol,0,
floorplan,die_h,168,um
timing,max_freq,323,MHz
timing,rsz0062_at_grt,"false",
yosys,syn_inst,1226,
setup_path,required,2.72,ns
yosys,ff_type,"edfxtp_1",
placement,gp_congestion,0.829,
timing,fin_hold_ws,0.408,ns
yosys,synthArstFlopShare,0,
finish,nFillCells,2181,
placement,port_buffers,53,
placement,hpwl,14900,um
setup_path,critPathKind,"flip-flop to primary output",
clock_tree,h-tree-depth,2,
floorplan,placementRows,60,
clock_tree,clock_latency,0.51,ns
finish,lay_top_count,"edfxtp_1",
routing,wl_met3,1140,um
power,power.density,575,mW/mm2
global_routing,grt_max_degree,26,
routing,antenna_cells,0,
run_status,status,"finished clean",
floorplan,die-area,0.0284,mm2
yosys,ys.flops,277,
timing,tightest_slew,0.847,ns
routing,wl_met1,11700,um
setup_path,path_cells,"ha_1, nor4_1, buf_4, clkdlybuf4s50_1",
clock_tree,cts_made_buffers,34,
clock_tree,clock-root-buffer,"clkbuf_16",
floorplan,io_pins,54,
finish,comb_area,0.00567,mm2
setup_path,critPathMaxStageDelay,0.49,ns
global_routing,grt_pass1_wl,39000,um
timing,min_period,3.10,ns
yosys,yosys_warnings,5,
routing,drtIter0Drc,473,
timing,slew_headroom,0.434,
finish,drive_gt1_frac,0.0648,
timing,finalClockSkew,0.0136,ns
setup_path,cp_num_buf_inv,2,
hold_path,min_path_type,"flip-flop to flip-flop",
routing,wl_met2,9280,um
global_routing,grt_pass1_vias,8240,
flow_run,drv_cap,0,
power,swShare,0.237,
power,power.switching,2.15,mW
yosys,avgSynthCellArea,11.3,um2
yosys,syn_area,0.0138,mm2
floorplan,fp_util,0.512,
finish,seq_area,0.00764,mm2
finish,final_cell_mix,"edfxtp_1, nor2_1, ha_1",
power,clockPowerShare,0.401,
timing,finalMaxSlewViolations,0,
clock_tree,post_cts_resized,0,
yosys,yosys.stat.seqShare,0.552,
yosys,yosys_cells,1226,
finish,largest_reg_flops,24,
routing,drc,0,
clock_tree,cts_setup_buffers,0,
clock_tree,hold_buffers,0,
yosys,ys_area,0.0138,mm2
routing,ant_nets,0,
yosys,synth_cell_types,59,
power,intPower,6.89,mW
power,p_seq_frac,0.462,
power,vdd.ir_drop.worst,0.654,mV
global_routing,grt-ovfl-total,0,
setup_path,path_max_fanout,19,
routing,wire_per_inst,13.8,um
clock_tree,path_clk_slew,0.06,ns
finish,area_delta_synth_final,13.5,%
setup_path,cp_top_family,"buffers and inverters",
routing,wl,22600,um
timing,totalNegativeSetupSlack,0,ns
yosys,synth-edff-count,209,
-- layer usage --
| layer | up-vias | GRT usage |
|---|---|---|
| met5 | - | 0 |
| met4 | 0 | 0.0332 |
| met3 | 36 | 0.0407 |
| met2 | 149 | 0.245 |
| met1 | 3939 | 0.312 |
| li1 | 4463 | - |
-- area by class of cell --
| class | count | area share |
|---|---|---|
| clock buffers | 41 | 0.0572 |
| clock inverters | 21 | 0.0154 |
| inverters | 58 | 0.0139 |
| multi-input cells | 834 | 0.361 |
| flip-flops and latches | 277 | 0.486 |
| well taps | 341 | 0.0272 |
| repair buffers | 65 | 0.0395 |
-- worst paths after layout --
path | depth (start not counted) | endpoint | startpoint
hold / removal | 0 | sv2.svr_out_reg[5] | sv2_pos[5]
hold reg to reg | 0 | sv2.svr_out_reg[5] | sv2_pos[5]
setup / recovery | 4 | hexout0[5] | state_c[1]
setup reg to reg | 5 | sv1_pos[6] | state_c[0]
-- synthesized netlist by cell type, drive strengths merged, types with 2 or more instances --
library cell    n  area, um2
a2111oi         2       30.0
a211o           9       78.8
a211oi          9       67.6
a21boi          4       30.0
a21o            6       45.0
a21oi          29        145
a31o            2       17.5
and2            8       50.1
and3           19        124
and4           12        105
buf            32        230
clkbuf         25       93.8
dfxtp          68       1360
edfxtp        209       6280
ha             93       1160
inv            58        218
mux2           10        113
mux2i           3       30.0
nand2          91        342
nand2b         13       81.3
nand3          73        365
nand3b          7       52.6
nand4          20        125
nand4b          4       35.0
nand4bb         2       22.5
nor2          133        499
nor2b          16        100
nor3           15       75.1
nor3b           2       15.0
nor4           25        163
nor4b           6       52.6
nor4bb          2       20.0
o211ai          5       37.5
o21a            5       37.5
o21ai          35        175
o311ai          3       26.3
or2             3       18.8
or3            16        100
or4             6       45.0
xnor2          69        604
xor2           66        578
-- cell families after synthesis --
group,share of synthesized area
XOR/XNOR,0.0854
multiplexers,0.0103
adder cells (fa/ha/maj),0.0841
flip-flops,0.552
AND-OR/OR-AND,0.0548
buffers and inverters,0.0391
other,0.000271
AND/OR/NAND/NOR,0.174
-- power by group through the flow --
stage | combinational [mW] | clock [mW] | sequential [mW]
final | 1.24 | 3.62 | 4.17
after global routing | 1.40 | 3.89 | 4.21
after CTS | 1.26 | 3.75 | 4.17
-- stage by stage --
step	power [mW]	instance area (um2)	instances	worst slack (ns)	util
5_1_grt	9.50	15700	1637	0.187	0.581
3_3_place_gp	5.49	14600	1575	0.839	0.539
6_report	9.04	15700	1637	0.304	0.581
2_1_floorplan	5.06	13800	1226	1.10	-
3_5_place_dp	5.48	14600	1575	0.786	0.539
4_1_cts	9.18	15700	1637	0.261	0.581
Power and IR drop assume default switching activity.
